### flow/config.mk
export PLATFORM = sky130hd
export DESIGN_NAME = reg_file
export DESIGN_NICKNAME = reg_file
export VERILOG_FILES = /design/flow/design.v
export SDC_FILE = /design/flow/constraint.sdc
export NUM_CORES = 4
export LEC_CHECK = 1
export CORE_UTILIZATION = 40
### flow/constraint.sdc
current_design reg_file

set clk_period 5.7
set clk_io_pct 0.2

create_clock -name clk0 -period $clk_period [get_ports {clk}]

set non_clock_inputs [all_inputs -no_clocks]
set_input_delay [expr $clk_period * $clk_io_pct] -clock clk0 $non_clock_inputs
set_output_delay [expr $clk_period * $clk_io_pct] -clock clk0 [all_outputs]
### flow/design.v
module reg_file( clk, RegWrite, RN1, RN2, WN, WD, RD1, RD2 );
	input clk;
	input RegWrite;
	input[4:0] RN1, RN2, WN;
	input[31:0] WD;
	output[31:0] RD1, RD2;
	reg[31:0] RD1, RD2;
	reg[31:0] file_array[31:1];
	always @( RN1 or file_array[RN1] ) begin   
		if ( RN1 == 0 )
			RD1 = 32'd0;
		else
			RD1 = file_array[RN1];
		$display( "%d, reg_file[%d] => %d (Port 1)", $time/10, RN1, RD1);
	end
	always @( RN2 or file_array[RN2] ) begin
		if ( RN2 == 0 )
			RD2 = 32'd0;
		else
			RD2 = file_array[RN2];
		$display( "%d, reg_file[%d] => %d (Port 2)", $time/10, RN2, RD2);
	end
	always @( posedge clk ) begin
		if ( RegWrite && (WN != 0) ) begin
			file_array[WN] <= WD;
			$display( "%d, reg_file[%d] <= %d (Write)", $time/10, WN, WD);
		end
	end
endmodule
### flow/run.sh
#!/bin/bash
# OpenROAD 26Q1-2900-gdf79404cd8, Yosys 0.63+post, stock flow scripts
make -C /OpenROAD-flow-scripts/flow DESIGN_CONFIG=/design/flow/config.mk WORK_HOME=/design/flow/orfs finish
==> results_slide.txt <==
Flow Results at a Glance

Power
  • Total power density per cell area: 307 nW/um^2
  • Leak Pwr: 17.8 nW
  • Net Sw Frac: 22.9%
  • Internal power consumption: 12.8 mW
  • Share of power burned in the clock network: 41.1%
  • Gate power share: 9.6%
  • Net load switching power: 3.78 mW
  • Reg power frac: 49.3%
  • Worst VDD drop: 0.262 mV

Layout
  • Registers with the most flip-flops: file_array (992)
  • Number of flip-flops under the largest register name: 992
  • Footprint of the multi-input gates: 15900 sq um
  • Count of placed standard cells in the final layout, fillers left out: 4394
  • Fraction of layout instances using a drive strength above 1: 26.4%
  • Final instance area: 53900 sq um
  • Highest-count logic cell in the final layout: sky130_fd_sc_hd__edfxtp_1
  • Area growth syn-to-layout: 15.8%
  • Sequential cell area: 29800 sq um
  • Largest register by flop count: file_array
  • End-of-flow core utilization: 46.9%
  • Number of fill cells: 9283
  • Commonest cells after routing, fill and taps aside: sky130_fd_sc_hd__edfxtp_1 (992), sky130_fd_sc_hd__mux4_2 (339), sky130_fd_sc_hd__mux2i_1 (316)

Clock network
  • Clk slew on worst S/H paths: 0.06 ns
  • Master cell of the clock root buffer: sky130_fd_sc_hd__clkbuf_16
  • Cell resize tally after clock tree synthesis: 0
  • Clock Tree Buf Depth: 3
  • Cts bufs inserted: 102
  • CTS tree: yes
  • Sinks on Clock Net: 992
  • Post-CTS repair timing setup buffer count: 0
  • Max H-tree Level: 3
  • Hold-fix buffer count after cts: 0

Synthesis
  • Sequential cell area fraction in the yosys report: 64.1%
  • Synth cell types: 38
  • Post-synthesis sequential element count: 992
  • Yosys synthesis chip area: 46500 sq um
  • Yosys warnings: 3
  • Cell total in the yosys stat output: 2601
  • Synth top area share: 64.1%
  • Library cell occupying the most area in the post-synthesis netlist: sky130_fd_sc_hd__edfxtp_1
  • Synth Cell Area: 46500 sq um
  • Main area contributors: sky130_fd_sc_hd__edfxtp_1 (64%), sky130_fd_sc_hd__mux4_2 (16%), sky130_fd_sc_hd__mux2i_1 (6.8%)
  • Cells after synthesis: 2601
  • Avg Inst Size Synth: 17.9 sq um

Detailed routing
  • Antenna-violating nets left: 0
  • DRC violations left: 0
  • Number of DRC violations after detailed-routing iteration 0: 1585
  • Total via count in the routed design: 27.3k
  • Via count normalized by instance count: 6.21
  • Wirelength per Cell: 33.9 um
  • Drt total wl: 149 mm
  • Drt pass-1 iters: 7

Floorplanning
  • Area enclosed by the die boundary: 118000 sq um
  • Fp util: 40.5%
  • Width of the die: 343 um
  • Total core area: 115000 sq um
  • Floorplan die height: 343 um
  • I/O pin total: 113
  • Number of standard-cell rows in the floorplan: 124

STA
  • Setup repair after global routing missed its margin: false
  • Number of endpoints with negative hold slack in the final report: 0
  • Setup Total Neg Slack: 0 ns
  • Post-route worst setup slack: 0.296 ns
  • Worst-Margin Slew: 0.952 ns
  • Worst rel slew slack: 36.4%
  • Period utilization: 94.8%
  • Final setup violation count: 0
  • Shortest period the worst path allows: 5.40 ns
  • Final Max-Slew Violation Tally: 0
  • Fmax achieved: 0.185 GHz

Critical path
  • Arrival time worst endpoint: 4.26 ns
  • Maximum fanout along the worst path: 41
  • Element type at the critical path start: primary input
  • Termination of the worst setup path: RD1[6]
  • Setup crit end kind: primary output
  • Worst setup path class: in2out
  • Worst setup path startpoint: RN1[1]
  • Required time at the endpoint of the critical path: 4.56 ns

Global route
  • First-pass GRT wire length: 212 mm
  • Initial antenna violation count: 19
  • Pin count of the biggest net entering global routing: 63
  • Total routing usage reported by global routing: 28.0%
  • Number of global-route vias before repair: 30.6k
  • Total grt overflow: 0

Worst hold path
  • Hold depth: 2
  • Path category of the worst min-delay check: in2reg

Place
  • Gpl congestion: 0.881
  • Number of cells after detailed placement: 4200
  • HPWL Detailed: 90.3 mm
  • Worst setup slack after placement: 0.338 ns
  • Number of buffer cells added on primary ports: 112
  • Placed cell area: 50400 sq um

Run
  • Number of violations of the max-capacitance limit: 0
  • Total tool warning count: 25

Run status
  • Outcome: completed
-- logic make-up (layout without fill, tap and decap cells) --
family          Yosys count  in the layout  synth area share (%)
compound gates          332            332                  5.17
buf+inv                 205            482                  2.36
flops                   992            992                  64.1
mux                     698            698                  24.6
other cells               0              4                     0
simple gates            374            374                  3.85
-- cells in the mapped netlist (all sizes together) --
| cell | instances |
|---|---|
| a31oi | 14 |
| a21oi | 68 |
| mux4 | 348 |
| nor2b | 36 |
| nand2 | 89 |
| nor3 | 2 |
| a22o | 45 |
| and2 | 34 |
| or3b | 3 |
| nand3 | 52 |
| edfxtp | 992 |
| inv | 1 |
| buf | 119 |
| clkbuf | 85 |
| a211o | 31 |
| nor2 | 115 |
| nor4 | 1 |
| mux2 | 34 |
| a311o | 31 |
| nor3b | 1 |
| nand4 | 18 |
| nand3b | 6 |
| a211oi | 18 |
| a22oi | 92 |
| o221ai | 1 |
| o21ai | 32 |
| and3 | 14 |
| or3 | 1 |
| nand2b | 2 |
| mux2i | 316 |
-- critical path, stage by stage --
cell	delay [ns]
sky130_fd_sc_hd__buf_4	0.60
sky130_fd_sc_hd__and2_2	0.69
sky130_fd_sc_hd__buf_4	0.44
sky130_fd_sc_hd__nand2_1	0.10
sky130_fd_sc_hd__nand3_1	0.09
sky130_fd_sc_hd__nand4_1	0.42
sky130_fd_sc_hd__buf_4	0.31
sky130_fd_sc_hd__clkdlybuf4s50_1	0.42
-- routing by layer --
metal  vias to the layer above  routed length, um  track usage, %
met2                      2007              67100            39.5
li1                      11300                  -               -
met3                       390              29900            25.1
met5                         -                658            3.65
met4                        44               6720            10.0
met1                     13600              44600            29.9
-- area by class of cell --
class	instances	share of cell area, %
inverter	1	0.00697
sequential	992	55.3
multi-input combinational	1404	29.5
clock buffer	115	4.99
clock inverter	75	1.35
timing repair buffer	291	5.32
tap	1512	3.51
antenna	4	0.0186
-- power by group through the flow --
stage	clock network (mW)	registers [mW]	logic (mW)
global route	7.15	8.16	1.68
CTS	6.88	8.15	1.58
finish	6.80	8.15	1.59
-- worst min-delay path by stage --
stage / from / to
CTS: WD[19] / file_array[25][19]$_DFFE_PP_
global route: WD[19] / file_array[25][19]$_DFFE_PP_
finish: WD[14] / file_array[2][14]$_DFFE_PP_
-- metrics by stage --
| step | hold slack, ns | power, mW |
|---|---|---|
| 2_1_floorplan | 1.24 | 9.12 |
| 3_3_place_gp | 1.96 | 9.85 |
| 3_5_place_dp | 1.97 | 9.88 |
| 4_1_cts | 1.25 | 16.6 |
| 5_1_grt | 1.30 | 17.0 |
| 6_report | 1.27 | 16.5 |
Power is estimated from default activity; no workload was simulated.
