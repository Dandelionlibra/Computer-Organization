==> flow/run.sh <==
#!/bin/bash
# OpenROAD 26Q1-2900-gdf79404cd8, Yosys 0.63+post, stock flow scripts
make -C /OpenROAD-flow-scripts/flow DESIGN_CONFIG=/design/flow/config.mk WORK_HOME=/design/flow/orfs finish
==> flow/config.mk <==
export PLATFORM = sky130hd
export DESIGN_NAME = ALU
export DESIGN_NICKNAME = ALU
export VERILOG_FILES = /design/flow/design.v
export SDC_FILE = /design/flow/constraint.sdc
export NUM_CORES = 4
export LEC_CHECK = 1
export CORE_UTILIZATION = 30
==> flow/constraint.sdc <==
current_design ALU

set clk_period 33.5
set clk_io_pct 0.2

create_clock -name clk0 -period $clk_period

set non_clock_inputs [all_inputs -no_clocks]
set_input_delay [expr $clk_period * $clk_io_pct] -clock clk0 $non_clock_inputs
set_output_delay [expr $clk_period * $clk_io_pct] -clock clk0 [all_outputs]
==> flow/design.v <==
`timescale 1ns/1ns
module ALU(dataA, dataB, Signal, dataOut, reset);
input [31:0] dataA;
input [31:0] dataB;
input [5:0] Signal;
output [31:0] dataOut;
input reset;
wire [31:0] cout;
wire set, bitInvert;
parameter AND = 6'b100100;  
parameter OR  = 6'b100101;  
parameter ADD = 6'b100000;  
parameter SUB = 6'b100010;  
parameter SLT = 6'b101010;  
assign cin = (Signal == 6'd34 || Signal == 6'd42)? 1'b1 : 1'b0;
assign bitInvert = (Signal == 6'd34 || Signal == 6'd42)? 1'b1 : 1'b0;
ALUbit alu0( .a(dataA[0]), .b(dataB[0]), .bitInvert(bitInvert), .cin(cin), .less(set), .operation(Signal), .dataOut(dataOut[0]), .set(), .cout(cout[0]) );
ALUbit alu1( .a(dataA[1]), .b(dataB[1]), .bitInvert(bitInvert), .cin(cout[0]), .less(1'b0), .operation(Signal), .dataOut(dataOut[1]), .set(), .cout(cout[1]) );
ALUbit alu2( .a(dataA[2]), .b(dataB[2]), .bitInvert(bitInvert), .cin(cout[1]), .less(1'b0), .operation(Signal), .dataOut(dataOut[2]), .set(), .cout(cout[2]) );
ALUbit alu3( .a(dataA[3]), .b(dataB[3]), .bitInvert(bitInvert), .cin(cout[2]), .less(1'b0), .operation(Signal), .dataOut(dataOut[3]), .set(), .cout(cout[3]) );
ALUbit alu4( .a(dataA[4]), .b(dataB[4]), .bitInvert(bitInvert), .cin(cout[3]), .less(1'b0), .operation(Signal), .dataOut(dataOut[4]), .set(), .cout(cout[4]) );
ALUbit alu5( .a(dataA[5]), .b(dataB[5]), .bitInvert(bitInvert), .cin(cout[4]), .less(1'b0), .operation(Signal), .dataOut(dataOut[5]), .set(), .cout(cout[5]) );
ALUbit alu6( .a(dataA[6]), .b(dataB[6]), .bitInvert(bitInvert), .cin(cout[5]), .less(1'b0), .operation(Signal), .dataOut(dataOut[6]), .set(), .cout(cout[6]) );
ALUbit alu7( .a(dataA[7]), .b(dataB[7]), .bitInvert(bitInvert), .cin(cout[6]), .less(1'b0), .operation(Signal), .dataOut(dataOut[7]), .set(), .cout(cout[7]) );
ALUbit alu8( .a(dataA[8]), .b(dataB[8]), .bitInvert(bitInvert), .cin(cout[7]), .less(1'b0), .operation(Signal), .dataOut(dataOut[8]), .set(), .cout(cout[8]) );
ALUbit alu9( .a(dataA[9]), .b(dataB[9]), .bitInvert(bitInvert), .cin(cout[8]), .less(1'b0), .operation(Signal), .dataOut(dataOut[9]), .set(), .cout(cout[9]) );
ALUbit alu10( .a(dataA[10]), .b(dataB[10]), .bitInvert(bitInvert), .cin(cout[9]), .less(1'b0), .operation(Signal), .dataOut(dataOut[10]), .set(), .cout(cout[10]) );
ALUbit alu11( .a(dataA[11]), .b(dataB[11]), .bitInvert(bitInvert), .cin(cout[10]), .less(1'b0), .operation(Signal), .dataOut(dataOut[11]), .set(), .cout(cout[11]) );
ALUbit alu12( .a(dataA[12]), .b(dataB[12]), .bitInvert(bitInvert), .cin(cout[11]), .less(1'b0), .operation(Signal), .dataOut(dataOut[12]), .set(), .cout(cout[12]) );
ALUbit alu13( .a(dataA[13]), .b(dataB[13]), .bitInvert(bitInvert), .cin(cout[12]), .less(1'b0), .operation(Signal), .dataOut(dataOut[13]), .set(), .cout(cout[13]) );
ALUbit alu14( .a(dataA[14]), .b(dataB[14]), .bitInvert(bitInvert), .cin(cout[13]), .less(1'b0), .operation(Signal), .dataOut(dataOut[14]), .set(), .cout(cout[14]) );
ALUbit alu15( .a(dataA[15]), .b(dataB[15]), .bitInvert(bitInvert), .cin(cout[14]), .less(1'b0), .operation(Signal), .dataOut(dataOut[15]), .set(), .cout(cout[15]) );
ALUbit alu16( .a(dataA[16]), .b(dataB[16]), .bitInvert(bitInvert), .cin(cout[15]), .less(1'b0), .operation(Signal), .dataOut(dataOut[16]), .set(), .cout(cout[16]) );
ALUbit alu17( .a(dataA[17]), .b(dataB[17]), .bitInvert(bitInvert), .cin(cout[16]), .less(1'b0), .operation(Signal), .dataOut(dataOut[17]), .set(), .cout(cout[17]) );
ALUbit alu18( .a(dataA[18]), .b(dataB[18]), .bitInvert(bitInvert), .cin(cout[17]), .less(1'b0), .operation(Signal), .dataOut(dataOut[18]), .set(), .cout(cout[18]) );
ALUbit alu19( .a(dataA[19]), .b(dataB[19]), .bitInvert(bitInvert), .cin(cout[18]), .less(1'b0), .operation(Signal), .dataOut(dataOut[19]), .set(), .cout(cout[19]) );
ALUbit alu20( .a(dataA[20]), .b(dataB[20]), .bitInvert(bitInvert), .cin(cout[19]), .less(1'b0), .operation(Signal), .dataOut(dataOut[20]), .set(), .cout(cout[20]) );
ALUbit alu21( .a(dataA[21]), .b(dataB[21]), .bitInvert(bitInvert), .cin(cout[20]), .less(1'b0), .operation(Signal), .dataOut(dataOut[21]), .set(), .cout(cout[21]) );
ALUbit alu22( .a(dataA[22]), .b(dataB[22]), .bitInvert(bitInvert), .cin(cout[21]), .less(1'b0), .operation(Signal), .dataOut(dataOut[22]), .set(), .cout(cout[22]) );
ALUbit alu23( .a(dataA[23]), .b(dataB[23]), .bitInvert(bitInvert), .cin(cout[22]), .less(1'b0), .operation(Signal), .dataOut(dataOut[23]), .set(), .cout(cout[23]) );
ALUbit alu24( .a(dataA[24]), .b(dataB[24]), .bitInvert(bitInvert), .cin(cout[23]), .less(1'b0), .operation(Signal), .dataOut(dataOut[24]), .set(), .cout(cout[24]) );
ALUbit alu25( .a(dataA[25]), .b(dataB[25]), .bitInvert(bitInvert), .cin(cout[24]), .less(1'b0), .operation(Signal), .dataOut(dataOut[25]), .set(), .cout(cout[25]) );
ALUbit alu26( .a(dataA[26]), .b(dataB[26]), .bitInvert(bitInvert), .cin(cout[25]), .less(1'b0), .operation(Signal), .dataOut(dataOut[26]), .set(), .cout(cout[26]) );
ALUbit alu27( .a(dataA[27]), .b(dataB[27]), .bitInvert(bitInvert), .cin(cout[26]), .less(1'b0), .operation(Signal), .dataOut(dataOut[27]), .set(), .cout(cout[27]) );
ALUbit alu28( .a(dataA[28]), .b(dataB[28]), .bitInvert(bitInvert), .cin(cout[27]), .less(1'b0), .operation(Signal), .dataOut(dataOut[28]), .set(), .cout(cout[28]) );
ALUbit alu29( .a(dataA[29]), .b(dataB[29]), .bitInvert(bitInvert), .cin(cout[28]), .less(1'b0), .operation(Signal), .dataOut(dataOut[29]), .set(), .cout(cout[29]) );
ALUbit alu30( .a(dataA[30]), .b(dataB[30]), .bitInvert(bitInvert), .cin(cout[29]), .less(1'b0), .operation(Signal), .dataOut(dataOut[30]), .set(), .cout(cout[30]) );
ALUbit alu31( .a(dataA[31]), .b(dataB[31]), .bitInvert(bitInvert), .cin(cout[30]), .less(1'b0), .operation(Signal), .dataOut(dataOut[31]), .set(set), .cout(cout[31]) );
endmodule
`timescale 1ns/1ns
module ALUbit( a, b, bitInvert, cin, less, operation, dataOut, set, cout );
input a, b, bitInvert, cin, less ;
input [5:0] operation ;
output dataOut, set, cout;
wire cin;
wire andOut, orOut, xorOut;
and(andOut, a, b);
or(orOut, a, b);
xor(xorOut, bitInvert, b);
FullAdder U_FA( .a(a), .b(xorOut), .cin(cin), .sum(set), .cout(cout) );
MUX4_1 U_Mux4_1( .out(dataOut), .in0(andOut), .in1(orOut), .in2(set), .in3(less), .sel(operation) );
endmodule
`timescale 1ns/1ns
module FullAdder( a, b, cin, sum, cout );
input a, b, cin;
output sum, cout;
assign sum = a ^ b ^ cin;
assign cout = (a & b) | ((a ^ b) & cin);
endmodule
module MUX4_1(out, in3, in2, in1, in0, sel);
output	out;
input	in3, in2, in1, in0;
input	[5:0]sel;
wire	out;
assign	out = (sel==6'b100100) ? in0 : (sel==6'b100101) ? in1 : (sel==6'b100000 || sel==6'b100010) ? in2 : in3;
endmodule
==> flow_summary.yaml <==
# generated from flow reports
pwr:
  p_clk_share_pct: 0
  leakage_nw: 0.965
  switching_share_pct: 41.5
  pwr-share-seq_pct: 0
  p_per_area_mw_per_mm2: 11.7
  peakVddDrop_v: 0.00000536
  intPower_w: 0.0000196
  p_comb_share_pct: 100.0
  power_switching_w: 0.0000139
routing:
  dr_total_vias: 1862
  routed_wl_microns: 4890
  viasPerCell: 4.94
  drt_iter0_drc: 46
  avgRoutedWirePerCell_microns: 13.0
  ant_nets: 0
  drc: 0
  n_antenna_cell: 0
  drt_pass1_iterations: 21
critical_path:
  max_stage_delay_ps: 730
  crit_top_cell: "fa_1"
  cp-startpoint: "Signal[0]"
  critPathArrivalTime_ps: 21630
  cp_max_fo: 32
  cp-end-kind: "output pin"
  required_ps: 26800
  crit_type: "in2out"
  crit_slowest_cell: "clkdlybuf4s50_1"
  critPathLaunchType: "input pin"
final_layout:
  ff_latch_area_sq_um: 0
  drive_gt1_share_pct: 3.00
  syn2layout_area_growth_pct: 38.6
  design_area_sq_mm: 0.00285
  fin_util_pct: 43.9
  nFillCells: 641
  clockBufferCount: 0
  flops: 0
global_routing:
  grt_pass1_wl_microns: 8350
  track_usage_pct: 14.3
  grt_antenna_before_repair: 0
  grt_start_max_net_pins: 53
  grt.overflow.total: 0
  first_global_vias: 1892
floorplan:
  fp.dieH_microns: 84.9
  die_width_microns: 84.9
  fp.coreArea_sq_mm: 0.00649
  fp-row-count: 29
  fp_util_pct: 31.7
  dieArea_sq_mm: 0.00720
  io_pins: 103
timing:
  final-setup-viol-count: 0
  finalClockPeriodUsage_pct: 84.6
  finalHoldViolCount: 0
  maxSlewHeadroom_pct: 58.2
  fin_tns_setup_ps: 0
  fmax_mhz: 35.3
  rsz0062_at_grt: "no"
  final.min_clock_period_ps: 28330
  tightest_slew_ps: 627
  slew_viol_final: 0
logic_synthesis:
  synth_cell_type_count: 27
  synthesis.instances: 242
  avgSynthCellArea_sq_um: 8.51
  netlist_area_sq_mm: 0.00206
  synth_chip_area_sq_mm: 0.00206
  ys_cells: 242
  yosys_warnings: 1
  ys_seq_share_pct: 0
run:
  warning_count: 34
  maxCapViolCount: 0
placed_design:
  hpwl_microns: 3710
  placed_area_sq_mm: 0.00285
  portBuffers: 102
  gp_congestion: 0.733
outcome:
  status: "completed"
clock_tree:
  post_cts_buffers: 0
  ctsHoldBuffers: 0
  post_cts_resized: 0
hold_path:
  min_from: "dataB[20]"
  holdPathStages: 4
  hp-class: "in2out"
worst max-delay path, delay by kind of cell:
family	cells	cell delay, ps
buf+inv	3	1620
fa+ha+maj	30	12050
compound gates	2	440
simple gates	3	270
xor+xnor	2	510
power by group through the flow:
stage | sequential, W | combinational, W | clock [W]
after CTS | 0 | 0.0000340 | 0
after global routing | 0 | 0.0000381 | 0
final | 0 | 0.0000334 | 0
per-layer routing:
layer / share of wire [%] / GRT usage [%] / vias up
met5: 0 / 0 / -
met4: 0 / 0 / 0
met3: 8.3 / 2.67 / 0
met2: 46 / 23.9 / 62
met1: 46 / 21.2 / 856
li1: - / - / 944
logic make-up after synthesis:
group / after synthesis / synth area share (%)
xor+xnor: 34 / 15.1
mux: 1 / 0.486
fa+ha+maj: 38 / 33.3
compound gates: 82 / 23.9
buf+inv: 51 / 17.7
simple gates: 36 / 9.48
layout make-up:
class	count	area, sq um	share of cell area, %
Inverter	3	11.3	0.395
Timing Repair Buffer	106	1050	36.8
Tap cell	77	96.3	3.38
Multi-Input combinational cell	191	1700	59.4
metrics by stage:
step | hold slack [ps] | power, W | cells | worst slack (ps)
2_1_floorplan | 13640 | 0.0000189 | 242 | 6870
3_3_place_gp | 14430 | 0.0000332 | 377 | 5020
3_5_place_dp | 14440 | 0.0000337 | 377 | 5050
4_1_cts | 14450 | 0.0000340 | 377 | 5010
5_1_grt | 14490 | 0.0000381 | 377 | 4530
6_report | 14440 | 0.0000334 | 377 | 5170
final timing paths:
check,to,slack (ps)
setup / recovery,dataOut[31],5170
hold / removal,dataOut[20],14440
cell usage in the layout, fill, tap and decap left out, types with 2 or more instances in the layout:
cell / count
a211oi_1: 18
inv_1: 3
nand2_1: 8
xnor2_1: 32
buf_4: 4
o21ai_0: 7
ha_1: 2
nor2_1: 2
a22o_1: 6
clkdlybuf4s50_1: 102
maj3_1: 6
a21oi_1: 49
nor3_1: 19
fa_1: 30
cell usage after synthesis, drive strengths merged:
library cell	number	area [sq um]
xor2	1	8.76
buf	48	354
nand4b	1	15.0
nor2	3	13.8
a21oi	49	245
xnor3	1	22.5
nor2b	1	6.26
a22o	6	52.6
nor3b	2	20.0
and3b	1	8.76
o21ai	7	35.0
mux2i	1	10.0
ha	2	25.0
a211oi	18	135
inv	3	11.3
a221oi	2	23.8
maj3	6	60.1
nor3	19	95.1
nand2	8	30.0
fa	30	601
and2	1	6.26
xnor2	32	280
No activity file was given, so power comes from the tool's default toggle rates.
